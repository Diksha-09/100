[/design/flow/design.v]
`timescale 1ns / 1ps
module i2c_Slave(
input scl,clk,rst,
inout sda,
output reg ack_err, done
    );
typedef enum logic [3:0] {idle = 0, read_addr = 1, send_ack1 = 2, send_data = 3, master_ack = 4, read_data = 5, send_ack2 = 6, wait_p = 7, detect_stop = 8} state_type;
state_type state = idle;    
reg [7:0] mem [128];
reg [7:0] r_addr;
reg [6:0] addr;
reg r_mem = 0;
reg w_mem = 0;
reg [7:0] dout;
reg [7:0] din;
reg sda_t;
reg sda_en;
reg [3:0] bitcnt = 0;
always@(posedge clk)
begin
  if(rst)
  begin
      for(int i = 0 ; i < 128; i++)
        begin
        mem[i] = i;
        end
      dout <= 8'h0;
  end
  else if (r_mem == 1'b1)
   begin
      dout <= mem[addr];
   end
  else if (w_mem == 1'b1)
   begin
      mem[addr] <= din;
   end 
end
parameter sys_freq = 40000000;
parameter i2c_freq = 100000;
parameter clk_count4 = (sys_freq/i2c_freq);
parameter clk_count1 = clk_count4/4;
integer count1 = 0;
reg i2c_clk = 0;
reg [1:0] pulse = 0;
reg busy;
always@(posedge clk)
begin
      if(rst)
      begin
        pulse <= 0;
        count1 <= 0;
      end
      else if(busy == 1'b0)
       begin
       pulse <= 2;
       count1 <= 202;
       end
      else if(count1  == clk_count1 - 1)
       begin
       pulse <= 1;
       count1 <= count1 + 1;
       end
      else if(count1  == clk_count1*2 - 1)
       begin
       pulse <= 2;
       count1 <= count1 + 1;
       end
      else if(count1  == clk_count1*3 - 1)
       begin
       pulse <= 3;
       count1 <= count1 + 1;
       end
      else if(count1  == clk_count1*4 - 1)
       begin
       pulse <= 0;
       count1 <= 0;
       end
      else
       begin
       count1 <= count1 + 1;
       end
end
reg scl_t;
wire start;
always@(posedge clk)
begin
scl_t <= scl;
end
assign start = ~scl & scl_t; 
reg r_ack;
always@(posedge clk)
begin
if(rst)
 begin
                  bitcnt <= 0;
                  state  <= idle;
                  r_addr <= 7'b0000000;
                  sda_en <= 1'b0;
                  sda_t <= 1'b0;
                  addr  <= 0;
                  r_mem <= 0;
                  din   <= 8'h00; 
                  ack_err <= 0;
                  done    <= 1'b0;
                  busy <= 1'b0;
 end
 else
    begin
      case(state)
               idle: begin
                   if(scl == 1'b1 && sda == 1'b0)
                    begin
                    busy <= 1'b1;
                    state <= wait_p; 
                    end
                   else
                    begin
                    state <= idle;
                    end
               end
               wait_p :  
               begin
                if (pulse == 2'b11 && count1 == 399)
                    state <= read_addr;
                else
                    state <= wait_p;
               end
               read_addr: 
               begin
                         sda_en <= 1'b0;   
                              if(bitcnt <= 7)
                                 begin
                                         case(pulse)
                                         0: begin  end
                                         1: begin  end
                                         2: begin   r_addr <= (count1 == 200) ? {r_addr[6:0],sda} : r_addr; end 
                                         3: begin  end
                                         endcase
                                         if(count1  == clk_count1*4 - 1)
                                         begin
                                            state <= read_addr;
                                            bitcnt <= bitcnt + 1;
                                         end
                                         else
                                         begin
                                            state <= read_addr;
                                         end
                                 end
                              else
                                begin
                                state  <= send_ack1;
                                bitcnt <= 0;
                                sda_en <= 1'b1;
                                addr <= r_addr[7:1];
                                end
                      end
                      send_ack1: 
                      begin
                                    case(pulse)
                                         0: begin  sda_t <= 1'b0; end
                                         1: begin  end
                                         2: begin  end 
                                         3: begin  end
                                     endcase
                                  if(count1  == clk_count1*4 - 1)
                                       begin
                                          if(r_addr[0] == 1'b1)  
                                            begin
                                            state <= send_data;
                                            r_mem <= 1'b1;
                                            end
                                          else
                                            begin
                                             state <= read_data;
                                             r_mem <= 1'b0;
                                            end
                                         end
                                  else
                                       begin
                                       state <= send_ack1;
                                       end
                      end
                       read_data: 
                        begin
                          sda_en <= 1'b0;   
                              if(bitcnt <= 7)
                                 begin
                                         case(pulse)
                                         0: begin  end
                                         1: begin  end
                                         2: begin   din <= (count1 == 200) ? {din[6:0],sda} : din; end 
                                         3: begin  end
                                         endcase
                                         if(count1  == clk_count1*4 - 1)
                                         begin
                                            state <= read_data;
                                            bitcnt <= bitcnt + 1;
                                         end
                                         else
                                         begin
                                            state <= read_data;
                                         end
                                 end
                              else
                                begin
                                state  <= send_ack2;
                                bitcnt <= 0;
                                sda_en <= 1'b1;
                                w_mem  <= 1'b1;
                                end
                      end
                      send_ack2: 
                      begin
                                   case(pulse)
                                         0: begin  sda_t <= 1'b0; end
                                         1: begin  w_mem <= 1'b0; end
                                         2: begin  end 
                                         3: begin  end
                                     endcase
                                  if(count1  == clk_count1*4 - 1)
                                         begin
                                          state <= detect_stop;
                                          sda_en <= 1'b0;
                                         end
                                  else
                                       begin
                                       state <= send_ack2;
                                       end
                      end
                 send_data : begin
                     sda_en <= 1'b1;   
                              if(bitcnt <= 7)
                                 begin
                                         r_mem  <= 1'b0;
                                         case(pulse)
                                         0: begin    end
                                         1: begin sda_t <= (count1 == 100) ? dout[7 - bitcnt] : sda_t; end
                                         2: begin    end 
                                         3: begin    end
                                         endcase
                                         if(count1  == clk_count1*4 - 1)
                                         begin
                                            state <= send_data;
                                            bitcnt <= bitcnt + 1;
                                         end
                                         else
                                         begin
                                            state <= send_data;
                                         end
                                 end
                              else
                                begin
                                state  <= master_ack;
                                bitcnt <= 0;
                                sda_en <= 1'b0;
                                end
                     end  
                   master_ack: 
                   begin
                                   case(pulse)
                                         0: begin  end
                                         1: begin  end
                                         2: begin r_ack <= (count1 == 200) ? sda : r_ack; end 
                                         3: begin  end
                                     endcase
                                  if(count1  == clk_count1*4 - 1)
                                         begin
                                               if(r_ack == 1'b1)  
                                                   begin
                                                   ack_err <= 1'b0;
                                                   state <= detect_stop;
                                                   sda_en <= 1'b0;
                                                   end
                                               else
                                                    begin
                                                    ack_err <= 1'b1;
                                                    state   <= detect_stop;
                                                    sda_en <= 1'b0;
                                                    end
                                         end
                                  else
                                       begin
                                       state <= master_ack;
                                       end
                      end
                   detect_stop: 
                   begin
                       if(pulse == 2'b11 && count1 == 399)
                           begin
                           state <= idle;
                           busy <= 1'b0;
                           done <= 1'b1;
                          end
                         else
                           state <= detect_stop;
                   end
      default: state <= idle;
      endcase
    end
end
assign sda = (sda_en == 1'b1) ? sda_t : 1'bz;
endmodule
`timescale 1ns / 1ps
module i2c_top(
input clk, rst, newd, op,
input [6:0] addr,
input [7:0] din,
output [7:0] dout,
output busy,ack_err,
output done
);
wire sda, scl;
wire ack_errm, ack_errs;
i2c_master master (clk, rst, newd, addr, op, sda, scl, din, dout, busy, ack_errm , done);
i2c_Slave slave (scl, clk, rst, sda, ack_errs, );
assign ack_err = ack_errs | ack_errm;
endmodule
interface i2c_if;
  logic clk;
  logic rst;
  logic newd;
  logic op;   
  logic [7:0] din;
  logic [6:0] addr;
  logic [7:0] dout;
  logic  done;
  logic busy, ack_err;  
endinterface
[/design/flow/run.sh]
#!/bin/bash
# OpenROAD 26Q1-2900-gdf79404cd8, Yosys 0.63+post, stock flow scripts
make -C /OpenROAD-flow-scripts/flow DESIGN_CONFIG=/design/flow/config.mk WORK_HOME=/design/flow/orfs finish
[/design/flow/config.mk]
export PLATFORM = sky130hd
export DESIGN_NAME = i2c_Slave
export DESIGN_NICKNAME = i2c_Slave
export VERILOG_FILES = /design/flow/design.v
export SDC_FILE = /design/flow/constraint.sdc
export NUM_CORES = 4
export LEC_CHECK = 1
export CORE_UTILIZATION = 30
[/design/flow/constraint.sdc]
current_design i2c_Slave

set clk_period 8.7
set clk_io_pct 0.2

create_clock -name clk0 -period $clk_period [get_ports {clk}]

set non_clock_inputs [all_inputs -no_clocks]
set_input_delay [expr $clk_period * $clk_io_pct] -clock clk0 $non_clock_inputs
set_output_delay [expr $clk_period * $clk_io_pct] -clock clk0 [all_outputs]
==> ci_impl_report.md <==
### Metrics collected by this job

| Metric | Value |
|---|---|
| Synth Cell Area | 48,400 µm² |
| Die height | 404 µm |
| CTS root buf | sky130_fd_sc_hd__clkbuf_16 |
| Error | [error] [KeplerFormal.cpp:679] Workflow failed: Iso has multiple drivers: .sda0, sda$_SDFFE_PP0P_.Q0 |
| Top cells by area | sky130_fd_sc_hd__dfxtp_1 46%, sky130_fd_sc_hd__nand2_1 13%, sky130_fd_sc_hd__nand3_1 7.2% |
| Post-placement setup slack | 3.66 ns |
| Largest area contributor in the netlist | sky130_fd_sc_hd__dfxtp_1 |
| Routability congestion estimate | between 1 and 1.5 |
| Io pins | 6 |
| Top-area cell type share of the netlist area | 45.6% |
| Area of the synthesized netlist per yosys stat | 48,400 µm² |
| Hold bufs inserted after CTS | 0 |
| Count of cell types in the netlist | 79 |
| Most common flop cell mapped by yosys | sky130_fd_sc_hd__dfxtp_1 |
| Stage reached | clock tree synthesis (4_1_cts) |
| Post-synth tally of flip-flops with integrated enable | 2 |
| Number of buffers inserted during clock tree synthesis | 130 |
| Core Util at FP | 30.2% |
| Number of rows in the core area | 147 |
| HPWL reported at the end of detailed placement | 194,000 µm |
| Sinks on Clock Net | 1,104 |
| Cells in synth_stat.txt | 6,200 |
| Width of the die | a little over 400 µm |
| Number of buffers added on ports | 4 |
| Cells resized by post-CTS repair | 0 |
| Syn. warnings | 3 |
| Asr flop ratio synth | 0% |
| Synth Area per Inst | 7.80 µm² |
| Outcome | stopped before the end |
| Number of levels in the clock H-tree | 4 |
| Synthesized netlist cell count | 6,200 |
| Number of register bits inferred by synthesis | 1,104 |
| Sequential cell area fraction in the yosys report | 45.7% |
| Total setup buffers inserted after CTS | 0 |
| Maximum clock path buffer count | 3 |
==> per-stage QoR <==
step | util [%] | instances | area [µm²]
global placement | 31.8 | 8076 | 51000
floorplan | - | 6200 | 48400
detailed placement | 31.8 | 8076 | 51000
==> logic make-up after synthesis <==
logic type | Yosys count | share of synthesized area [%]
compound gates | 1220 | 15.8
xor+xnor | 28 | 0.507
fa+ha+maj | 4 | 0.0983
buf+inv | 538 | 4.82
flops | 1104 | 45.7
mux | 158 | 3.36
simple gates | 3148 | 29.7
==> synthesized netlist by cell type (11+ instances only) <==
master	number
sky130_fd_sc_hd__a211o_1	100
sky130_fd_sc_hd__a21oi_1	588
sky130_fd_sc_hd__a22oi_1	241
sky130_fd_sc_hd__a31oi_1	17
sky130_fd_sc_hd__a32o_1	15
sky130_fd_sc_hd__a32oi_1	22
sky130_fd_sc_hd__and3_1	66
sky130_fd_sc_hd__and4_1	11
sky130_fd_sc_hd__buf_1	43
sky130_fd_sc_hd__buf_2	144
sky130_fd_sc_hd__buf_4	13
sky130_fd_sc_hd__buf_6	11
sky130_fd_sc_hd__clkbuf_1	316
sky130_fd_sc_hd__dfxtp_1	1102
sky130_fd_sc_hd__mux2_2	11
sky130_fd_sc_hd__mux2i_1	144
sky130_fd_sc_hd__nand2_1	1669
sky130_fd_sc_hd__nand3_1	697
sky130_fd_sc_hd__nand3b_1	73
sky130_fd_sc_hd__nand4_1	110
sky130_fd_sc_hd__nor2_1	236
sky130_fd_sc_hd__nor2b_1	66
sky130_fd_sc_hd__nor3_1	74
sky130_fd_sc_hd__nor4_1	47
sky130_fd_sc_hd__o211ai_1	38
sky130_fd_sc_hd__o21ai_0	72
sky130_fd_sc_hd__o22ai_1	73
sky130_fd_sc_hd__xor2_1	21
